**flow/design.v**
```verilog
module tpumac
#(
    parameter BITS_AB=8,
    parameter BITS_C=16
) (
    input clk, rst_n, WrEn, en,
    input signed [BITS_AB-1:0] Ain,
    input signed [BITS_AB-1:0] Bin,
    input signed [BITS_C-1:0] Cin,
    output reg signed [BITS_AB-1:0] Aout,
    output reg signed [BITS_AB-1:0] Bout,
    output reg signed [BITS_C-1:0] Cout
);
always @(posedge clk or negedge rst_n) begin
    if(~rst_n) begin
        Aout <= 0;
        Bout <= 0;
        Cout <= 0;
    end else if (WrEn) begin
        Cout <= Cin;
    end else if(en) begin
        Aout <= Ain;
        Bout <= Bin;
        Cout <= Ain * Bin + Cout;
    end
end
endmodule
```
**flow/config.mk**
```make
export PLATFORM = sky130hd
export DESIGN_NAME = tpumac
export DESIGN_NICKNAME = tpumac
export VERILOG_FILES = /design/flow/design.v
export SDC_FILE = /design/flow/constraint.sdc
export NUM_CORES = 4
export LEC_CHECK = 1
export CORE_UTILIZATION = 30
```
**flow/constraint.sdc**
```tcl
current_design tpumac

set clk_period 4.7
set clk_io_pct 0.2

create_clock -name clk0 -period $clk_period [get_ports {clk}]

set non_clock_inputs [all_inputs -no_clocks]
set_input_delay [expr $clk_period * $clk_io_pct] -clock clk0 $non_clock_inputs
set_output_delay [expr $clk_period * $clk_io_pct] -clock clk0 [all_outputs]
```
**flow/run.sh**
```bash
#!/bin/bash
# OpenROAD 26Q1-2900-gdf79404cd8, Yosys 0.63+post, stock flow scripts
make -C /OpenROAD-flow-scripts/flow DESIGN_CONFIG=/design/flow/config.mk WORK_HOME=/design/flow/orfs finish
```
==> summary.txt <==
impl run done, here's what came out: register share after synthesis 19.1%, Vias/cell 4.52, WHS 0.501 ns, maximum fanout along the worst path 5, biggest area cells fa_1 (34%), dfrtp_1 (19%), ha_1 (11%), Setup CP Type primary input to register, Yosys chip area 0.00419 sq mm, Distinct lib cells used 34, core area 0.0135 sq mm, router iterations before antenna repair 6, synth warn 1, Syn Area/Cell 10.4 sq um, die area 0.0144 sq mm, Final Max Tran Viols 0, vias post-DR 3,208, Top FF cell, synth dfrtp_1, Diodes inserted 0, clk_skew 0.00177 ns, first-pass GRT wire length 16,700 um, most frequent logic cell in the layout fa_1, max_cap viols 0, DP Area 0.00549 sq mm, Final period util 103%, Post-synth EDFFs 0, GPL Wtd Cong 0.869, Die H 120 um, Top cell area share 33.9%, vias in the first global route 3,395, Hold Violations, Final 0, pre-CTS setup slack -0.997 ns, CP Capture Type register, Worst Path Required 4.86 ns, GR Layer Usage met3 3.03%, status complete, but fails checks, total track usage 15.1%, Post-DP HPWL 7710 um, Flops after synth 32, detailed-route DRC error count 0, Worst Slack Setup Final -0.128 ns, clk slew on worst S/H paths 0.06 ns, CTS tree yes, DRT Wirelength 9650 um, measured slew at the worst slew-check pin 0.470 ns, Startpoint Class primary input, Achievable Freq 207 MHz, H-tree levels 2, clock sinks 32, GR Util met2 23.9%, Mapped Cells 402, Congestion Overflow GR 0, Routed Antenna Nets 0, Root Driver clkbuf_16, CTS Buf Count 5, routed wire length per instance 13.6 um, Tightest Hold Check Type register to register, Async SR Flop Fraction 100%, number of cells in Yosys stat 402, Setup Viol. Count Final 5, area delta synth->final 44.3%, clk buf depth 2, FP Util 31.2%, Site Rows 42, 1st-iter DRT viols 123, Skew-Pair Late Insertion Delay 0.28 ns, Top Layout Cells fa_1 (65), inv_1 (64), buf_4 (61), post-layout minimum cycle time 4.83 ns, met1 GRT Util 23.2%, largest net degree at the start of global routing 33, failing checks setup timing, most used routing layer met2, initial antenna violation count 0, die width 120 um, Top Ports 68, RSZ-0062 raised after global routing true, largest area contributor in the synthesized netlist fa_1, Tool Warnings 29, Port Buffer Count 67, share of layout cells above drive strength 1 30.6%, Synth Cell Area 0.00419 sq mm, Design Area, Final 0.00605 sq mm, Rel. slew slack 68.6%, CP Data Arrival Time 4.99 ns
==> synth_stat cells (2+ instances only) <==
| cell type | n |
|---|---|
| a21oi_1 | 5 |
| o211ai_1 | 3 |
| xnor2_1 | 19 |
| dfrtp_1 | 32 |
| o21ai_0 | 18 |
| a21oi_2 | 2 |
| or3_1 | 2 |
| mux2i_1 | 10 |
| a22oi_1 | 2 |
| o21bai_1 | 2 |
| fa_1 | 71 |
| nand4_1 | 2 |
| clkbuf_1 | 8 |
| nor2_1 | 11 |
| a21o_1 | 4 |
| mux2_2 | 17 |
| nand2_1 | 38 |
| nand2b_1 | 3 |
| a31oi_1 | 2 |
| ha_1 | 37 |
| and2_1 | 32 |
| inv_1 | 70 |
==> path summary, 6_finish.rpt <==
kind | start | endpoint | slack, ns | depth (start not counted)
min in group asynchronous | rst_n | Cout[3] | 1.07 | 2
max reg2reg | Cout[6] | Cout[13] | 0.35 | 18
min reg2reg | Aout[4] | Aout[4] | 0.50 | 1
max in group asynchronous | rst_n | Bout[5] | 3.32 | 2
max | Bin[4] | Cout[13] | -0.13 | 17
min | Aout[4] | Aout[4] | 0.50 | 1
==> final cells by class <==
class	instances	area, sq um
inverter	71	272
clock inverter	3	42.5
timing repair buffer	134	1220
sequential	32	801
tap	176	220
fill	1238	7400
clock buffer	5	125
multi-input combinational	288	3360
==> registers in the layout, indices dropped and copies added (netlist names) <==
signal / count
Cout: 16
Aout: 8
Bout: 8
==> kinds of logic after synthesis <==
kind of cell	after synthesis	share of synthesized area [%]
AND/OR/NAND/NOR	90	10.7
adder cells (fa/ha/maj)	108	45.0
XOR/XNOR	20	4.18
AND-OR/OR-AND	43	6.60
multiplexers	27	6.96
buffers and inverters	82	7.55
flip-flops	32	19.1
==> routing by layer <==
metal | routed length, um | vias up
met5 | 0 | -
li1 | - | 1525
met1 | 4360 | 1597
met4 | 76 | 0
met2 | 4680 | 80
met3 | 524 | 6
==> worst max-delay path: stages <==
cell      delay (ns)
buf_4           0.13
buf_6           0.12
and2_4          0.13
fa_2            0.39
fa_1            0.49
fa_1            0.58
fa_1            0.43
fa_1            0.49
ha_4            0.31
o21ai_2         0.06
o21bai_2        0.15
buf_4           0.14
o211ai_1        0.12
buf_4           0.17
a21oi_4         0.12
xnor2_1         0.14
o21ai_1         0.07
==> stage by stage <==
stage,utilization (%),setup TNS (ns),std cells
2_1_floorplan,-,-1.24,402
3_3_place_gp,40.8,-8.01,687
3_5_place_dp,40.8,-8.34,687
4_1_cts,43.8,-0.471,705
5_1_grt,45.0,-1.29,709
6_report,45.0,-0.288,709
==> repair_timing <==
action	CTS	global route
hold buffers	0	0
pin swaps	41	23
resized	120	35
setup endpoints to repair	10	8
buffers inserted	10	4
